`run.sh`:
```
#!/bin/bash
# OpenROAD 26Q1-2900-gdf79404cd8, Yosys 0.63+post, stock flow scripts
make -C /OpenROAD-flow-scripts/flow DESIGN_CONFIG=/design/flow/config.mk WORK_HOME=/design/flow/orfs finish
```
`config.mk`:
```
export PLATFORM = sky130hd
export DESIGN_NAME = single_port_memory_module
export DESIGN_NICKNAME = single_port_memory_module
export VERILOG_FILES = /design/flow/design.v
export SDC_FILE = /design/flow/constraint.sdc
export NUM_CORES = 4
export LEC_CHECK = 1
export CORE_UTILIZATION = 30
```
`constraint.sdc`:
```
current_design single_port_memory_module

set clk_period 7.2
set clk_io_pct 0.2

create_clock -name clk0 -period $clk_period [get_ports {clk}]

set non_clock_inputs [all_inputs -no_clocks]
set_input_delay [expr $clk_period * $clk_io_pct] -clock clk0 $non_clock_inputs
set_output_delay [expr $clk_period * $clk_io_pct] -clock clk0 [all_outputs]
```
`design.v`:
```
module single_port_memory_module #(
    parameter width = 32,
    parameter depth = 8)
    (
        input wire clk,
        input wire we,
        input [$clog2(depth)-1:0] addr,
        input [width-1:0] data_in,
        output reg [width-1:0] data_out
    );
    reg [width-1:0] ram[depth-1:0];
    always@(posedge clk) begin
        if(we) begin
            ram[addr] <=data_in;
        end
        else begin
            data_out <= ram[addr];
        end
    end
endmodule
```
==> impl_metrics.tcl <==
# place-and-route summary
set metrics [dict create \
    slowest_stage "nor3_2" \
    grt_pass1_wl_um 32300 \
    detail_route.first_pass.iterations 6 \
    tightest_slew_ps 864 \
    clkTransAtPathRegs_ps 60 \
    design_area_um2 13000 \
    syn_inst 491 \
    ys_types 21 \
    cap_violations 0 \
    worst_setup_path_end_kind "register" \
    initCoreUtil 0.305 \
    top_cells_by_count "edfxtp_1, mux4_1, mux2i_1" \
    routed_via_density 4.70 \
    cts_sinks 288 \
    holdPathEnd "data_out[8]" \
    insertion_delay_ps 540 \
    route.detailed.wl_per_inst_um 20.1 \
    simple_gate_share 0.0101 \
    io_pins 69 \
    layout-area-overhead-vs-synth_pct 19.6 \
    die_y_um 192 \
    clock_path_buffers 3 \
    hp-class "reg2reg" \
    cp_top_family "buffers and inverters" \
    whs_path_depth 2 \
    drt-initial-drc-count 160 \
    rows 69 \
    io_buffers 68 \
    async_flop_share 0 \
    gp_congestion 0.793 \
    dpl.hpwl_um 12300 \
    synth_seq_share 0.797 \
    die_area_um2 37000 \
    wl_um 21300 \
    r2r_cells 2 \
    antenna_found_initial 5 \
    warnings 25 \
    yosysCellCount 491 \
    tns_ps 0 \
    ctsResizeCount 0 \
    worstPathRequired_ps 7370 \
    ys_sh_xor 0 \
    worstPathArrival_ps 3460 \
    ctsHoldBuffers 0 \
    coreArea_um2 35600 \
    compound_area_frac 0.0402 \
    cts_root_buf "clkbuf_16" \
    min_period_ps 3290 \
    place_area_um2 12100 \
    power_density_nw_per_um2 271 \
    timing.rr.end "data_out[13]" \
    mux_share 0.134 \
    ys_area_um2 10900 \
    gr-total-overflow 0 \
    htree_levels 1 \
    fmaxAchievable_mhz 304 \
    avgSynthCellArea_um2 22.1 \
    ys.flops 288 \
    hold_viol 0 \
    yosysMostFrequentCell "edfxtp_1" \
    drc 0 \
    worstPathMaxFanout 26 \
    min_from "ram[7][8]" \
    grt_pass1_vias 5550 \
    syn_area_um2 10900 \
    ff_type "edfxtp_1" \
    cts_tree "done" \
    ant_nets 0 \
    drive_above_1_share 0.164 \
    status "complete, no violations" \
    fin_skew_ps 10.1 \
    synthTopCellsByArea "edfxtp_1, mux4_1, mux4_2, mux2i_1, mux2_2" \
    reg2reg_from "ram[1][13]" \
    leakage_nw 4.21 \
    edf_count 288 \
    worstPathCellList "clkdlybuf4s50_1, nand2b_1, nor3_2, buf_4" \
    fp.dieW_um 192 \
    grt_usage 0.129 \
    top_cell_area_share 0.797 \
    slew_viol_final 0 \
    vias 4983 \
    top_logic_kind "multiplexers" \
    fillers 3210 \
    cp_num_buf_inv 2 \
    crit_type "in2reg" \
    numCtsBuffers 28 \
    relSlewSlack 0.422 \
    final-setup-viol-count 0 \
    timing.final.crit_share 0.457 \
    post_cts_buffers 0 \
    start_kind "input port" \
    ys_sh_adder 0 \
    largest_area_cell "edfxtp_1" \
    r2r_setup_slack_ps 5790 \
    grt_start_max_net_pins 58 \
    rsz0062_at_grt "false" \
    critPathMaxStageDelay_ps 650 \
    ys_warn_count 1 \
    ir_drop_v 0.000200 \
    hold_slack_ps 648 \
]
-- cells by family (layout without fill, tap and decap cells) --
family | count (synthesis) | count (layout)
muxes | 82 | 82
AOI/OAI and AO/OA | 55 | 55
buffers and inverters | 40 | 145
other | 0 | 3
and+or+nand+nor | 26 | 26
DFF | 288 | 288
-- through the flow --
| stage | worst slack, ps | std cells | utilization | power, mW |
|---|---|---|---|---|
| finish | 3910 | 1060 | 0.365 | 3.53 |
| detailed placement | 3320 | 1005 | 0.340 | 2.17 |
| CTS | 3880 | 1057 | 0.365 | 3.56 |
| global route | 3770 | 1057 | 0.365 | 3.65 |
| floorplan | 2430 | 491 | - | 2.06 |
| global placement | 3360 | 1005 | 0.340 | 2.16 |
-- worst max path at each step --
stage | start | to | slack [ps] | depth (start not counted)
6_report | we | ram[0][1] | 3910 | 4
5_1_grt | we | ram[4][5] | 3770 | 4
4_1_cts | we | ram[0][1] | 3880 | 4
-- power by group --
part,internal (mW),switching [mW]
Clock,0.823,0.574
Sequential,1.92,0.0161
Combinational,0.0973,0.0988
Total,2.84,0.688
-- layer usage --
| layer | GRT usage | part of all wire | vias to the layer above |
|---|---|---|---|
| met2 | 0.186 | 0.46 | 279 |
| li1 | - | - | 2238 |
| met4 | 0.0194 | 0.018 | 2 |
| met3 | 0.108 | 0.17 | 25 |
| met1 | 0.152 | 0.35 | 2439 |
| met5 | 0 | 0.00042 | - |
-- worst reg2reg max path, cell delays in order (launching register included) --
cell,delay (ps)
edfxtp_1,360
mux4_1,520
mux2_2,280
-- final cells by class --
cell class	count	area [um2]	share of cell area
Clock inverter	15	154	0.0118
Multi-Input combinational cell	163	2060	0.158
Timing Repair Buffer	80	761	0.0586
Clock buffer	37	734	0.0566
Sequential cell	288	8650	0.666
Inverter	13	48.8	0.00376
Antenna cell	3	7.51	0.000578
Tap cell	461	577	0.0444
-- sequential cells by signal (all words and copies together), names as in the netlist --
register  count
ram         256
data_out     32
-- cells in the final DEF (no fill, tap or decap), drive strengths merged --
master,netlist,layout
a211o,11,11
a21boi,4,4
a21oi,7,7
a22oi,11,11
and2,1,1
buf,19,15
bufinv,0,3
clkbuf,8,37
clkdlybuf4s50,0,65
clkinv,0,12
diode,0,3
edfxtp,288,288
inv,13,13
mux2,18,18
mux2i,22,22
mux4,42,42
nand2,13,13
nand2b,3,3
nor2,7,7
nor3,2,2
o211ai,11,11
o32a,11,11
Power is estimated from default activity; no workload was simulated.
