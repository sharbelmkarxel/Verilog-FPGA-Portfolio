===== run.sh =====
#!/bin/bash
# OpenROAD 26Q1-2900-gdf79404cd8, Yosys 0.63+post, stock flow scripts
make -C /OpenROAD-flow-scripts/flow DESIGN_CONFIG=/design/flow/config.mk WORK_HOME=/design/flow/orfs finish

===== config.mk =====
export PLATFORM = sky130hd
export DESIGN_NAME = fifo_module
export DESIGN_NICKNAME = fifo_module
export VERILOG_FILES = /design/flow/design.v
export SDC_FILE = /design/flow/constraint.sdc
export NUM_CORES = 4
export LEC_CHECK = 1
export CORE_UTILIZATION = 30

===== constraint.sdc =====
current_design fifo_module

set clk_period 4.4
set clk_io_pct 0.2

create_clock -name clk0 -period $clk_period [get_ports {clk}]

set non_clock_inputs [all_inputs -no_clocks]
set_input_delay [expr $clk_period * $clk_io_pct] -clock clk0 $non_clock_inputs
set_output_delay [expr $clk_period * $clk_io_pct] -clock clk0 [all_outputs]

===== design.v =====
module fifo_module #(
    parameter WIDTH = 8,
    parameter DEPTH = 16,
    parameter ADDR_WIDTH = 4
) (
    input clk,
    input rst,
    input [WIDTH-1:0] data_in,
    input write_enable,
    input read_enable,
    output reg [WIDTH-1:0] data_out,
    output wire full,
    output wire empty
);
reg [WIDTH-1:0] fifo_mem [0:DEPTH-1];
reg [ADDR_WIDTH-1:0] write_ptr;
reg [ADDR_WIDTH-1:0] read_ptr;
reg[ADDR_WIDTH:0] count;
always @(posedge clk ) begin
    if(rst) begin
        write_ptr <=0;
    end
    else if (write_enable && !full) begin
        fifo_mem[write_ptr]<=data_in;
        write_ptr <= write_ptr +1;
    end
end
always @(posedge clk) begin
    if(rst) begin
        read_ptr <=0;
    end
    else if (read_enable && !empty) begin
        data_out <= fifo_mem[read_ptr];
        read_ptr <= read_ptr +1;
    end
end
always @(posedge clk ) begin
    if(rst) begin 
        count<=0;
    end
    else begin
        case({write_enable && !full, read_enable && !empty})
        2'b10: count <= count+1;
        2'b01: count <= count-1;
        default: count <= count;
        endcase
    end
end
assign full = (count == DEPTH);
assign empty = (count == 0);
endmodule

==> impl_metrics.toml <==
# physical design summary
[route]
wire_length_per_cell_um = 17.5
drcViolationCount = 0
avgViaCountPerCell = 4.67
dr_total_vias = 2939
antenna_violating_nets_remaining = 0
dr.pass1.iters = 5
totalWireLength_mm = 11.0
num_antenna_cells = 0
1st_iter_drt_viols = 174

[power_and_ir_drop]
vdd.ir_drop.worst_mv = 0.265
pwr_density_cell_nw_per_um2 = 535
static_leakage_nw = 2.30

[grt]
grt_first_pass_wirelength_mm = 17.3
grt-ovfl-total = 0
globalRouteTotalUtil = 0.125
grt_antenna_before_repair = 0
grt_max_degree = 36
grt_pass1_vias = 3057

[synthesis]
synthFlopType = "sky130_fd_sc_hd__edfxtp_1"
yosys-stat-area_um2 = 5900
ys_ff = 149
enable_flop_cells = 136
synth.cell_area_um2 = 5900
syn_inst = 320
synth.avg_cell_area_um2 = 18.4
synthesis.yosys.warnings = 1
yosysSeqAreaShare = 0.736
synth_async_sr_flop_share = 0
yosys_cells = 320
synth_cell_types = 33

[floorplanning]
core.rowCount = 50
die_width_um = 142
floorplan.io_pins = 22
floorplanUtilization = 0.310
die-area_um2 = 20200
core_region_area_um2 = 19000
die_y_um = 142

[critical_path]
cp_data_arrival_time_ps = 3470
worst-endpoint-required_ps = 4700
critPathLaunchType = "register"
rr_worst_depth = 10
setup.worst_path.end_class = "register"
crit_type = "reg -> reg"
crit_path_max_fanout = 7

[final_layout]
post_route_cells_drive_above_1_share = 0.211
fillerInstances = 1727
final_core_utilization = 0.373
layout-area-overhead-vs-synth_pct = 20.2

[clock_tree]
max-clock-path-buffers = 2
tritoncts_num_sinks = 149
cts_post_setup_buffers_inserted = 0
post_cts.resized_instances = 0
cts.clk_slew.worst_paths_ps = 60
worstSkewPairLatency_ps = 410
hold_buffers = 0
tritoncts.num_buffers = 17
cts.root.buffer_cell = "sky130_fd_sc_hd__clkbuf_16"
tritoncts = "yes"
htreeDepth = 4

[sta]
setup_viol = 0
maxSlewHeadroom = 0.365
setup_repair_after_global_routing_missed_its_margin = "false"
hold_viol = 0
fin_worst_skew_ps = 5.82
finalCritPeriodShare = 0.720
setup_tns_final_ps = 0
final_max_slew_viol_count = 0
final.min_clock_period_ps = 3170
worst-slew-pin-transition_ps = 950
maxClockFrequency_mhz = 316

[flow_run]
cap_viol_max_count = 0
openroad.warnings = 28

[outcome]
run_status = "completed"

[worst_hold_path]
hold-path-cell-count = 2
worstHoldPathType = "reg -> reg"

[place]
io_buffer_count = 21
place_congestion = 0.785
half_perimeter_wire_length_after_placement_mm = 6.75
==> critical path, cell delays in order, from the launching register on <==
cell,delay [ps]
sky130_fd_sc_hd__dfxtp_1,340
sky130_fd_sc_hd__or4_1,690
sky130_fd_sc_hd__o21a_1,340
sky130_fd_sc_hd__inv_1,90
sky130_fd_sc_hd__ha_1,240
sky130_fd_sc_hd__inv_1,90
sky130_fd_sc_hd__fa_1,400
sky130_fd_sc_hd__nand2b_1,160
sky130_fd_sc_hd__a21oi_1,150
sky130_fd_sc_hd__mux2i_1,210
sky130_fd_sc_hd__mux2_2,340
==> cells in the mapped netlist (all sizes together), types with 3 or more instances <==
master	count	area [µm²]
a22oi	16	120
nor2	40	150
ha	9	113
o211ai	3	27.5
nand2	14	52.6
clkbuf	8	30.0
edfxtp	136	4080
mux4	32	721
a21oi	4	20.0
xor2	6	52.6
dfxtp	13	260
inv	8	30.0
mux2i	3	30.0
nor2b	3	18.8
buf	8	43.8
==> power breakdown <==
part / total, mW / internal (mW) / switching [mW]
clock: 1.54 / 1.00 / 0.532
combinational: 0.604 / 0.294 / 0.310
sequential: 1.65 / 1.62 / 0.0346
==> worst paths after layout <==
path,from,endpoint,slack (ps)
setup / recovery,count[0],count[4],1230
hold / removal,count[2],count[2],530
hold reg to reg,count[2],count[2],530
setup reg to reg,count[0],count[4],1230
==> per-stage QoR <==
| stage | setup WS, ps | hold slack [ps] | power [mW] | cell area (µm²) | cells |
|---|---|---|---|---|---|
| floorplan | 1470 | 480 | 2.11 | 5900 | 320 |
| global placement | 1090 | 520 | 2.29 | 6450 | 597 |
| detailed placement | 1070 | 518 | 2.29 | 6450 | 597 |
| CTS | 1240 | 539 | 3.82 | 7090 | 629 |
| global route | 1030 | 570 | 3.96 | 7090 | 629 |
| finish | 1230 | 534 | 3.79 | 7090 | 629 |
==> routing by layer <==
| layer | part of all wire | GRT usage |
|---|---|---|
| met4 | 0.016 | 0.0187 |
| met1 | 0.40 | 0.168 |
| met3 | 0.15 | 0.0912 |
| met5 | 0 | 0.00752 |
| met2 | 0.43 | 0.173 |
==> cell usage in the layout, fill, tap and decap left out, types with 2 or more instances in the layout <==
cell type                         Yosys  layout
sky130_fd_sc_hd__nor2_1              40      40
sky130_fd_sc_hd__clkbuf_1             8       2
sky130_fd_sc_hd__clkinv_4             0       2
sky130_fd_sc_hd__clkdlybuf4s50_1      0      21
sky130_fd_sc_hd__a22oi_1             16      16
sky130_fd_sc_hd__clkbuf_16            0      17
sky130_fd_sc_hd__mux2i_1              3       3
sky130_fd_sc_hd__bufinv_16            0       5
sky130_fd_sc_hd__a21oi_1              4       4
sky130_fd_sc_hd__inv_1                8       8
sky130_fd_sc_hd__nand2b_1             2       2
sky130_fd_sc_hd__buf_4                0      12
sky130_fd_sc_hd__dfxtp_1             13      12
sky130_fd_sc_hd__mux4_2              32      32
sky130_fd_sc_hd__edfxtp_1           136     136
sky130_fd_sc_hd__clkinvlp_4           0       4
sky130_fd_sc_hd__o211ai_1             2       2
sky130_fd_sc_hd__nor2b_1              3       3
sky130_fd_sc_hd__nand2_1             14      14
sky130_fd_sc_hd__or3_1                2       2
sky130_fd_sc_hd__xor2_1               6       6
sky130_fd_sc_hd__ha_1                 9       9
==> registers in the layout, summed over array words and instances (netlist names) <==
| signal | count |
|---|---|
| read_ptr | 4 |
| data_out | 8 |
| count | 5 |
| fifo_mem | 128 |
| write_ptr | 4 |
==> area by class of cell <==
type | count | area (µm²) | area share
Clock buffer | 19 | 433 | 0.0610
Multi-Input combinational cell | 147 | 1450 | 0.205
Sequential cell | 149 | 4350 | 0.613
Clock inverter | 13 | 206 | 0.0291
Timing Repair Buffer | 33 | 300 | 0.0423
Tap cell | 260 | 325 | 0.0459
Inverter | 8 | 30.0 | 0.00423
==> logic make-up after synthesis <==
logic type | after synthesis | synth area share
flip-flops | 149 | 0.736
AND/OR/NAND/NOR | 67 | 0.0500
multiplexers | 37 | 0.131
AND-OR/OR-AND | 26 | 0.0324
buffers and inverters | 24 | 0.0176
adder cells (fa/ha/maj) | 10 | 0.0225
XOR/XNOR | 7 | 0.0104
Power figures rest on the tool's default switching activity, not on a simulated workload.
